==> flow/config.mk <==
export PLATFORM = sky130hd
export DESIGN_NAME = tic_tac_toe_game
export DESIGN_NICKNAME = tic_tac_toe_game
export VERILOG_FILES = /design/flow/design.v
export SDC_FILE = /design/flow/constraint.sdc
export NUM_CORES = 4
export LEC_CHECK = 1
export CORE_UTILIZATION = 30
==> flow/constraint.sdc <==
current_design tic_tac_toe_game

set clk_period 3.0
set clk_io_pct 0.2

create_clock -name clk0 -period $clk_period [get_ports {clock}]

set non_clock_inputs [all_inputs -no_clocks]
set_input_delay [expr $clk_period * $clk_io_pct] -clock clk0 $non_clock_inputs
set_output_delay [expr $clk_period * $clk_io_pct] -clock clk0 [all_outputs]
==> flow/design.v <==
module tic_tac_toe_game(
     input clock, 
     input reset,  
     input play,  
     input pc,  
     input [3:0]  com_position,player_pos, 
     output wire [1:0] p1,p2,p3,
     p4,p5,p6,p7,p8,p9,
     output wire[1:0]winner
     );
 wire [15:0] PS;
 wire [15:0] PLS; 
 wire illegal_TRIAL; 
 wire win; 
 wire computer_play;  
 wire player_poslay; 
 wire no_space; 
  pition_registers pition_reg_unit(
      clock,  
      reset, 
      illegal_TRIAL, 
      PS[8:0], 
      PLS[8:0], 
      p1,p2,p3,p4,p5,p6,p7,p8,p9
      );
 winner_detector win_detect_unit(p1,p2,p3,p4,p5,p6,p7,p8,p9,win,winner);
 pition_decoder pd1( com_position,computer_play,PS);
 pition_decoder pd2(player_pos,player_poslay,PLS); 
  illegal_TRIAL_detector imd_MOD(
   p1,p2,p3,p4,p5,p6,p7,p8,p9, 
   PS[8:0], PLS[8:0], 
   illegal_TRIAL
   );
 nospace_detector nsd_MOD(
   p1,p2,p3,p4,p5,p6,p7,p8,p9, 
   no_space
    ); 
 fsm_controller tic_tac_toe_controller(
     clock,reset,play,pc,illegal_TRIAL, 
     no_space,win,computer_play, player_poslay 
     );    
endmodule 
module pition_registers(
      input clock,  
      input reset, 
      input illegal_TRIAL,  
      input [8:0] PS, 
      input [8:0] PLS,  
      output reg[1:0] p1,p2,p3,p4,p5,p6,p7,p8,p9
      );
 always @(posedge clock or posedge reset)
 begin
  if(reset) 
   p1 <= 2'b00;
  else begin
   if(illegal_TRIAL==1'b1)
    p1 <= p1;
   else if(PS[0]==1'b1)
    p1 <= 2'b10; 
   else if (PLS[0]==1'b1)
    p1 <= 2'b01;
   else 
    p1 <= p1;
  end 
 end 
 always @(posedge clock or posedge reset)
 begin
  if(reset) 
   p2 <= 2'b00;
  else begin
   if(illegal_TRIAL==1'b1)
    p2 <= p2;
   else if(PS[1]==1'b1)
    p2 <= 2'b10; 
   else if (PLS[1]==1'b1)
    p2 <= 2'b01;
   else 
    p2 <= p2;
  end 
 end 
 always @(posedge clock or posedge reset)
 begin
  if(reset) 
   p3 <= 2'b00;
  else begin
   if(illegal_TRIAL==1'b1)
    p3 <= p3;
   else if(PS[2]==1'b1)
    p3 <= 2'b10; 
   else if (PLS[2]==1'b1)
    p3 <= 2'b01;
   else 
    p3 <= p3;
  end 
 end  
 always @(posedge clock or posedge reset)
 begin
  if(reset) 
   p4 <= 2'b00;
  else begin
   if(illegal_TRIAL==1'b1)
    p4 <= p4;
   else if(PS[3]==1'b1)
    p4 <= 2'b10; 
   else if (PLS[3]==1'b1)
    p4 <= 2'b01;
   else 
    p4 <= p4;
  end 
 end 
 always @(posedge clock or posedge reset)
 begin
  if(reset) 
   p5 <= 2'b00;
  else begin
   if(illegal_TRIAL==1'b1)
    p5 <= p5;
   else if(PS[4]==1'b1)
    p5 <= 2'b10; 
   else if (PLS[4]==1'b1)
    p5 <= 2'b01;
   else 
    p5 <= p5;
  end 
 end 
 always @(posedge clock or posedge reset)
 begin
  if(reset) 
   p6 <= 2'b00;
  else begin
   if(illegal_TRIAL==1'b1)
    p6 <= p6;
   else if(PS[5]==1'b1)
    p6 <= 2'b10; 
   else if (PLS[5]==1'b1)
    p6 <= 2'b01;
   else 
    p6 <= p6;
  end 
 end 
 always @(posedge clock or posedge reset)
 begin
  if(reset) 
   p7 <= 2'b00;
  else begin
   if(illegal_TRIAL==1'b1)
    p7 <= p7;
   else if(PS[6]==1'b1)
    p7 <= 2'b10; 
   else if (PLS[6]==1'b1)
    p7 <= 2'b01;
   else 
    p7 <= p7;
  end 
 end 
 always @(posedge clock or posedge reset)
 begin
  if(reset) 
   p8 <= 2'b00;
  else begin
   if(illegal_TRIAL==1'b1)
    p8 <= p8;
   else if(PS[7]==1'b1)
    p8 <= 2'b10; 
   else if (PLS[7]==1'b1)
    p8 <= 2'b01;
   else 
    p8 <= p8;
  end 
 end 
 always @(posedge clock or posedge reset)
 begin
  if(reset) 
   p9 <= 2'b00;
  else begin
   if(illegal_TRIAL==1'b1)
    p9 <= p9;
   else if(PS[8]==1'b1)
    p9 <= 2'b10;  
   else if (PLS[8]==1'b1)
    p9 <= 2'b01; 
   else 
    p9 <= p9;
  end 
 end  
endmodule 
module fsm_controller(
     input clock,
     input reset,
     play, 
     pc,
     illegal_TRIAL,
     no_space, 
     win, 
     output reg computer_play,  
     player_poslay 
     );
parameter IDLE=2'b00;
parameter PLAYER=2'b01;
parameter COMPUTER=2'b10;
parameter GAME_DONE=2'b11;
reg[1:0] current_state, next_state;
always @(posedge clock or posedge reset) 
begin 
 if(reset)
  current_state <= IDLE;
 else 
  current_state <= next_state;
end 
always @(*)
 begin
 case(current_state)
 IDLE: begin 
  if(reset==1'b0 && play == 1'b1)
   next_state <= PLAYER; 
  else 
   next_state <= IDLE;
  player_poslay <= 1'b0;
  computer_play <= 1'b0;
 end 
 PLAYER:begin 
  player_poslay <= 1'b1;
  computer_play <= 1'b0;
  if(illegal_TRIAL==1'b0)
   next_state <= COMPUTER; 
  else 
   next_state <= IDLE;
 end 
 COMPUTER:begin 
  player_poslay <= 1'b0;
  if(pc==1'b0) begin 
   next_state <= COMPUTER;
   computer_play <= 1'b0;
  end
  else if(win==1'b0 && no_space == 1'b0)
  begin 
   next_state <= IDLE;
   computer_play <= 1'b1;
  end 
  else if(no_space == 1 || win ==1'b1)
  begin 
   next_state <= GAME_DONE;
   computer_play <= 1'b1;
  end  
 end 
 GAME_DONE:begin 
  player_poslay <= 1'b0;
  computer_play <= 1'b0; 
  if(reset==1'b1) 
   next_state <= IDLE;
  else 
   next_state <= GAME_DONE;  
 end 
 default: next_state <= IDLE; 
 endcase
 end
endmodule 
module nospace_detector(
   input [1:0] p1,p2,p3,p4,p5,p6,p7,p8,p9, 
   output wire no_space
    );
wire t1,t2,t3,t4,t5,t6,t7,t8,t9;
assign t1 = p1[1] | p1[0];
assign t2 = p2[1] | p2[0];
assign t3 = p3[1] | p3[0];
assign t4 = p4[1] | p4[0];
assign t5 = p5[1] | p5[0];
assign t6 = p6[1] | p6[0];
assign t7 = p7[1] | p7[0];
assign t8 = p8[1] | p8[0];
assign t9 = p9[1] | p9[0];
assign no_space =((((((((t1 & t2) & t3) & t4) & t5) & t6) & t7) & t8) & t9);
endmodule 
module illegal_TRIAL_detector(
   input [1:0] p1,p2,p3,p4,p5,p6,p7,p8,p9, 
   input [8:0] PS, PLS, 
   output wire illegal_TRIAL
   );
wire t1,t2,t3,t4,t5,t6,t7,t8,t9;
wire t11,t12,t13,t14,t15,t16,t17,t18,t19;
wire t21,t22;
assign t1 = (p1[1] | p1[0]) & PLS[0];
assign t2 = (p2[1] | p2[0]) & PLS[1];
assign t3 = (p3[1] | p3[0]) & PLS[2];
assign t4 = (p4[1] | p4[0]) & PLS[3];
assign t5 = (p5[1] | p5[0]) & PLS[4];
assign t6 = (p6[1] | p6[0]) & PLS[5];
assign t7 = (p7[1] | p7[0]) & PLS[6];
assign t8 = (p8[1] | p8[0]) & PLS[7];
assign t9 = (p9[1] | p9[0]) & PLS[8];
assign t11 = (p1[1] | p1[0]) & PS[0];
assign t12 = (p2[1] | p2[0]) & PS[1];
assign t13 = (p3[1] | p3[0]) & PS[2];
assign t14 = (p4[1] | p4[0]) & PS[3];
assign t15 = (p5[1] | p5[0]) & PS[4];
assign t16 = (p6[1] | p6[0]) & PS[5];
assign t17 = (p7[1] | p7[0]) & PS[6];
assign t18 = (p8[1] | p8[0]) & PS[7];
assign t19 = (p9[1] | p9[0]) & PS[8];
assign t21 =((((((((t1 | t2) | t3) | t4) | t5) | t6) | t7) | t8) | t9);
assign t22 =((((((((t11 | t12) | t13) | t14) | t15) | t16) | t17) | t18) | t19);
assign illegal_TRIAL = t21 | t22 ;
endmodule 
module pition_decoder(input[3:0] in, input enable, output wire [15:0] out_en);
 reg[15:0] t1;
 assign out_en = (enable==1'b1)?t1:16'd0;
 always @(*)
 begin
 case(in)
 4'd0: t1 <= 16'b0000000000000001;
 4'd1: t1 <= 16'b0000000000000010; 
 4'd2: t1 <= 16'b0000000000000100;
 4'd3: t1 <= 16'b0000000000001000;
 4'd4: t1 <= 16'b0000000000010000;
 4'd5: t1 <= 16'b0000000000100000;
 4'd6: t1 <= 16'b0000000001000000;
 4'd7: t1 <= 16'b0000000010000000;
 4'd8: t1 <= 16'b0000000100000000;
 4'd9: t1 <= 16'b0000001000000000;
 4'd10: t1 <= 16'b0000010000000000;
 4'd11: t1 <= 16'b0000100000000000;
 4'd12: t1 <= 16'b0001000000000000;
 4'd13: t1 <= 16'b0010000000000000;
 4'd14: t1 <= 16'b0100000000000000;
 4'd15: t1 <= 16'b1000000000000000;
 default: t1 <= 16'b0000000000000001; 
 endcase 
end 
endmodule 
module winner_detector(input [1:0] p1,p2,p3,p4,p5,p6,p7,p8,p9, output wire winnerr, output wire [1:0]winner);
wire win1,win2,win3,win4,win5,win6,win7,win8;
wire [1:0] winner1,winner2,winner3,winner4,winner5,winner6,winner7,winner8;
winner_detect_3 u1(p1,p2,p3,win1,winner1);
winner_detect_3 u2(p4,p5,p6,win2,winner2);
winner_detect_3 u3(p7,p8,p9,win3,winner3);
winner_detect_3 u4(p1,p4,p7,win4,winner4);
winner_detect_3 u5(p2,p5,p8,win5,winner5);
winner_detect_3 u6(p3,p6,p9,win6,winner6);
winner_detect_3 u7(p1,p5,p9,win7,winner7);
winner_detect_3 u8(p3,p5,p6,win8,winner8);
assign winnerr = (((((((win1 | win2) | win3) | win4) | win5) | win6) | win7) | win8);
assign winner = (((((((winner1 | winner2) | winner3) | winner4) | winner5) | winner6) | winner7) | winner8);
endmodule 
module winner_detect_3(input [1:0] p0,p1,p2, output wire winnerr, output wire [1:0]winner);
wire [1:0] t0,t1,t2;
wire t3;
assign t0[1] = !(p0[1]^p1[1]);
assign t0[0] = !(p0[0]^p1[0]);
assign t1[1] = !(p2[1]^p1[1]);
assign t1[0] = !(p2[0]^p1[0]);
assign t2[1] = t0[1] & t1[1];
assign t2[0] = t0[0] & t1[0];
assign t3 = p0[1] | p0[0];
assign winnerr = t3 & t2[1] & t2[0];
assign winner[1] = winnerr & p0[1];
assign winner[0] = winnerr & p0[0];
endmodule
==> flow/run.sh <==
#!/bin/bash
# OpenROAD 26Q1-2900-gdf79404cd8, Yosys 0.63+post, stock flow scripts
make -C /OpenROAD-flow-scripts/flow DESIGN_CONFIG=/design/flow/config.mk WORK_HOME=/design/flow/orfs finish
==> ci_impl_report.md <==
## PnR job results

| Metric | Value |
|---|---|
| Setup TNS | `0 ns` |
| Internal reg-to-reg setup slack | `0.48 ns` |
| Final setup margin | `0.0964 ns` |
| Detailed Routing Iterations Pass 1 | `4` |
| Synth Cell Area | `0.00164 sq mm` |
| Initial drt markers | `66` |
| Max VDD drop | `0.244 mV` |
| Wirelength, routed | `4620 um` |
| Dpl hpwl | `3480 um` |
| IO Count | `32` |
| TritonCTS clock tree | `done` |
| Top achievable clock speed | `344 MHz` |
| Hold Crit Start | `pition_reg_unit.p4[1]` |
| Final setup fails | `0` |
| Commonest cells in the netlist | `dfrtp_1 (20), nor3_1 (14), nor2_1 (13)` |
| Tool Warnings | `25` |
| Ys flop type | `dfrtp_1` |
| Pre-CTS WS | `-0.0825 ns` |
| Vias per cell | `5.41` |
| First-pass GRT wire length | `7510 um` |
| Mapped Cells | `189` |
| Clk latency late pin | `0.25 ns` |
| Hold path depth | `1` |
| Area grow syn2layout | `28.8%` |
| Clock skew | `0.00217 ns` |
| Clock Tree Root | `clkbuf_8` |
| GRT Overall Usage | `16.8%` |
| Total power | `0.924 mW` |
| GR Overflow Total | `0` |
| Crit path max fanout | `8` |
| Asr flop ratio synth | `87.0%` |
| CP arrival | `2.30 ns` |
| DR WL/cell | `15.8 um` |
| Period minus WS final | `2.90 ns` |
| Core Footprint | `0.00517 sq mm` |
| Critical path class | `reg -> out` |
| Share of cells above drive strength 1 | `14.8%` |
| Status | `completed` |
| Post-CTS Setup Bufs | `0` |
| Synth Warn # | `3` |
| Antenna Nets Post-Route | `0` |
| Min-Delay Path Class | `reg -> reg` |
| H-tree lvl count | `1` |
| Final hold violations | `0` |
| Initial Utilization | `31.7%` |
| Clock Tree Buf Depth | `2` |
| Max Cap Violations | `0` |
| # diodes | `0` |
| Area share, top type | `30.5%` |
| FF-to-FF End | `tic_tac_toe_controller.current_state[1]` |
| Via count | `1585` |
| Pwr/cell area | `437 mW/mm^2` |
| Hold EP | `pition_reg_unit.p4[1]` |
| Largest net degree at the start of global routing | `23` |
| Post-route cell area | `0.00211 sq mm` |
| Startpoint types | `flop` |
| Top-count cell post-synth | `dfrtp_1` |
| Die ar. | `0.00577 sq mm` |
| Worst EP required | `2.40 ns` |
| Crit. End Element | `output pin` |
| Yosys Instances | `189` |
| Endpoints left unconstrained | `3` |
| Count of cell types in the netlist | `54` |
| Register pins left without a clock | `3` |
| Vias in the first global route | `1425` |
| Placed cell areas | `0.00205 sq mm` |
| Hold_ws | `0.586 ns` |
| Top cells by area | `dfrtp_1 (31%), nor3_1 (4.3%), and3_1 (4.2%)` |
| Slew Viols, Final | `0` |
| RePlAce Congestion | `0.972` |
| Chip area in the Yosys report | `0.00164 sq mm` |
| P_leak | `0.930 nW` |
| Drc violations | `0` |
| Total CTS buffers | `3` |
| Clock transition at path regs | `0.07 ns` |
| # rows | `26` |
| Tcrit/Tclk final | `96.8%` |
| Initial antenna violation count | `0` |
| Yosys top cell by area | `dfrtp_1` |
| Chip Width | `75.9 um` |
| R2r worst-path depth | `10` |
| Ys flops | `23` |
| I/O Buffers | `31` |
| Number of enable flip-flop cells | `0` |
| Hold buffers post-CTS | `0` |
| Synthesized area per cell | `8.68 sq um` |
| Unrepaired setup endpoints after global routing | `no` |
| DIE HEIGHT | `75.9 um` |
| RR Startpoint | `tic_tac_toe_controller.current_state[0]` |
[where the power goes]
group          total [mW]  internal (mW)  leakage [nW]  switching, mW
Sequential          0.390          0.312         0.267         0.0777
Clock               0.174         0.0893        0.0216         0.0844
Combinational       0.361          0.206         0.641          0.155
[cells in the final DEF (no fill, tap or decap), types with 2 or more instances in the layout]
| cell | instances |
|---|---|
| dlxtn_1 | 3 |
| clkbuf_8 | 3 |
| mux4_2 | 2 |
| nor2_1 | 13 |
| buf_4 | 13 |
| dfrtp_1 | 18 |
| or3_1 | 3 |
| nand2b_1 | 4 |
| inv_1 | 6 |
| a41oi_1 | 4 |
| a221o_1 | 2 |
| a21o_1 | 2 |
| nand3b_1 | 2 |
| a211oi_1 | 2 |
| nor4b_1 | 2 |
| nand2_1 | 11 |
| o21bai_1 | 4 |
| o31ai_1 | 2 |
| a41o_1 | 5 |
| a21oi_1 | 4 |
| dfrtp_2 | 2 |
| nand3_1 | 9 |
| a31oi_1 | 5 |
| a31o_1 | 2 |
| nor3_1 | 14 |
| clkdlybuf4s50_1 | 30 |
| nor2b_1 | 6 |
| o21ai_1 | 2 |
| conb_1 | 3 |
| and3_1 | 10 |
| o21ai_0 | 6 |
| nor4_1 | 2 |
| and2_1 | 2 |
[critical path: stages, from the launching register on]
cell and delay (ns):
dfrtp_2 0.48, and3_1 0.20, o22ai_1 0.15, a21oi_1 0.08, or3_4 0.41, a221o_1 0.33, clkdlybuf4s50_1 0.39
[area by class of cell]
| cell class | instances | area, sq um |
|---|---|---|
| clock buffer | 3 | 41.3 |
| fill | 483 | 3060 |
| inverter | 6 | 22.5 |
| multi-input combinational | 147 | 1000 |
| sequential | 23 | 548 |
| tap | 70 | 87.6 |
| timing repair buffer | 44 | 410 |
[metrics by stage]
step / instances / utilization (%)
6_report: 293 / 40.9
5_1_grt: 293 / 40.9
4_1_cts: 293 / 40.6
3_5_place_dp: 290 / 39.6
3_3_place_gp: 290 / 39.6
2_1_floorplan: 191 / -
[kinds of logic (layout without fill, tap and decap cells)]
| kind of cell | Yosys count | after routing | synth area share, % |
|---|---|---|---|
| compound gates | 49 | 49 | 23.3 |
| buf+inv | 21 | 53 | 7.02 |
| flops | 20 | 20 | 30.5 |
| latches | 3 | 3 | 2.75 |
| mux | 2 | 2 | 2.75 |
| other cells | 1 | 3 | 0.229 |
| simple gates | 93 | 93 | 33.4 |
[per-layer routing]
metal | vias up | routed length, um | global-route usage, %
li1 | 784 | - | -
met1 | 734 | 2270 | 28.6
met2 | 60 | 2000 | 23.4
met3 | 7 | 302 | 2.20
met4 | 0 | 57 | 2.69
met5 | - | 0 | 0
[how the worst max path moves through the flow]
stage	start	end	slack, ns	cells past startpoint
final	pition_reg_unit.p1[1]	winner[0]	0.1	6
after global routing	pc	tic_tac_toe_controller.current_state[1]	0.003	11
after CTS	pition_reg_unit.p1[1]	winner[0]	0.03	6
[what timing repair did]
item,4_1_cts,5_1_grt
setup endpoints to repair,2,3
cloned,0,0
pin swaps,0,2
gates resized,3,3
endpoints found under the hold margin,0,0
Power is estimated from default activity; no workload was simulated.
